File: flow/config.mk
export PLATFORM = sky130hd
export DESIGN_NAME = APB_master
export DESIGN_NICKNAME = APB_master
export VERILOG_FILES = /design/flow/design.v
export SDC_FILE = /design/flow/constraint.sdc
export NUM_CORES = 4
export LEC_CHECK = 1
export CORE_AREA = 10 10 131 131
export DIE_AREA = 0 0 141 141
File: flow/constraint.sdc
current_design APB_master

set clk_period 1.8
set clk_io_pct 0.2

create_clock -name clk0 -period $clk_period [get_ports {PCLK}]
create_clock -name clk1 -period $clk_period [get_ports {PREADY}]

set non_clock_inputs [all_inputs -no_clocks]
set_input_delay [expr $clk_period * $clk_io_pct] -clock clk0 $non_clock_inputs
set_output_delay [expr $clk_period * $clk_io_pct] -clock clk0 [all_outputs]
File: flow/design.v
module APB_master
(
    input wire PCLK,    
    input wire PWRITE_MASTER,    
    output reg PSEL = 0,   
    input wire [31:0] PADDR_MASTER,     
    input wire [31:0] PWDATA_MASTER,  
    output reg [31:0] PRDATA_MASTER = 0, 
    output reg PENABLE = 0,   
    input wire PRESET,  
    input wire PREADY,   
    output reg [31:0] PADDR = 0,  
    output reg [31:0] PWDATA = 0,  
    input  wire [31:0] PRDATA,  
    output reg PWRITE = 0       
);
function void apb_write(input [31:0] inp_addr, input [31:0] inp_data);  
begin
  PADDR = inp_addr;    
  PWDATA = inp_data;   
  PWRITE = 1'd1;      
  PSEL = 1'd1;     
  PENABLE = 1'd1;      
  if(PREADY)
   begin
     PSEL = !PSEL;         
     PENABLE = !PENABLE;   
   end
end
endfunction
function void apb_read(input [31:0] inp_addr);  
begin
  if(!PREADY)
  begin
    PADDR = inp_addr;  
    PWRITE = 1'd0;
    PSEL = 1'd1;
    PENABLE = 1'd1;
  end
  else if(PREADY)
   begin
     PSEL = !PSEL;
     PENABLE = !PENABLE;
   end
end
endfunction
always @(posedge PCLK) 
begin
    if(PRESET)  
    begin
      PADDR <= 32'b0;
      PWDATA <= 32'b0;
      PWRITE <= 1'b0;
      PSEL <= 1'b0;
      PENABLE <= 1'b0;
      PRDATA_MASTER <= 1'b0;
    end
    else if (!PWRITE_MASTER)  
     begin
        apb_read(PADDR_MASTER);  
     end
    else if (PWRITE_MASTER)  
     begin
        apb_write(PADDR_MASTER, PWDATA_MASTER);
     end
  end
always @(posedge PREADY)  
begin
  if (!PWRITE_MASTER)      
    begin
     PRDATA_MASTER <=PRDATA;  
    end
end
endmodule
File: flow/run.sh
#!/bin/bash
# OpenROAD 26Q1-2900-gdf79404cd8, Yosys 0.63+post, stock flow scripts
make -C /OpenROAD-flow-scripts/flow DESIGN_CONFIG=/design/flow/config.mk WORK_HOME=/design/flow/orfs finish
==> results.cfg <==
; flow metrics
[worst_setup_path]
crit_path_start = PREADY
r2r-start = PWDATA[15]$_SDFFE_PP0P_
critPathKind = clock port to flip-flop
rr_worst_depth = 2
critPathMaxStageDelay_ns = 0.17
crit_top_cell = clkbuf_16
crit_cells = 6
crit_path_end_kind = flip-flop
critPathArrivalTime_ns = 1.83
cp.required_ns = 2.07
critical_path_buf_inv_count = 4
path_max_fanout = 11
critPathSlowestCell = and2b_4
cp_top_family = buffers and inverters
crit_path_start_kind = clock port
crit_path_cell_trace = clkbuf_16 > clkbuf_16 > and2b_4 > clkbuf_16 > clkbuf_16 > o21ai_2

[power]
p_per_area_mw_per_mm2 = 1209
switchingPower_mw = 1.716
pwr-share-clk = 0.566
vdd_drop_max_mv = 0.4332
pwr-share-seq = 0.309
power_frac_comb = 0.125
power.leakage_nw = 1.966
p_int_mw = 4.287
netSwitchingFraction = 0.2858

[run_status]
outcome = finished, final reports clean

[layout]
drive_above_1_share = 0.1544
nFillCells = 1413
combGateArea_sq_mm = 0.001435
area_growth_pct = 59.64
seqCellArea_sq_mm = 0.001341

[cts]
cts.repair.resized = 0
clkTransAtPathRegs_ns = 0.05
cts_hold_buf = 0
cts_tree = done
post-cts-setup-buffers = 0

[final_timing]
finClkSkew_ns = 0
whs_ns = 0.1185
rsz0062_at_grt = no
setup_viol = 0
setup_tns_ns = 0
hold_viol_final = 0
slew_viol_final = 0

[yosys]
synth_cell_types = 16
ys_sh_aoi = 0.09416
avgSynthCellArea_sq_um = 10.68
synth-xor-area-share = 0
topCombFamilyByArea = simple AND/OR/NAND/NOR gates
ys_area_sq_mm = 0.003109
ys_warn_count = 65
ys_cells = 291
synth.area.mux_share = 0.1030
adder_share = 0
ys_seq_frac = 0.4314
synth_cells = 291
simple_gate_area_frac = 0.2258
synth_area_sq_mm = 0.003109
ys_seq_elements = 67

[grt]
grt_first_pass_wirelength_um = 14300
grt_use_total = 0.08936
grt_max_degree = 68
grt_pass1_vias = 3079
grt_overflow = 0
antenna_found_initial = 0

[hold_path]
whs_path_depth = 4
worstHoldPathType = clock port to flip-flop
worstHoldStart = PREADY

[floorplan]
dieWidth_um = 141
std_cell_rows = 44
die_h_um = 141
io_pins = 199
fp-utilization = 0.2156
coreArea_sq_mm = 0.01442
chipArea_sq_mm = 0.01988

[placement]
gp_congestion = 0.8055
io_buffers = 133
hpwl_um = 6231

[drt]
drt-wirelength-per-cell_um = 14.72
diodes = 0
viasPerCell = 4.091
route.detailed.drc = 0
drt-total-wl_um = 9096
vias = 2528
ant_nets = 0
drtPass1Iterations = 4
drtIter0Drc = 62

[flow_run]
tool_warnings = 128
cap_violations = 0
[kinds of logic after synthesis]
group,Yosys count
AND/OR/NAND/NOR,100
flip-flops,67
buffers and inverters,56
AND-OR/OR-AND,35
multiplexers,32
other,1
[layout make-up]
cell class | count | area share
well taps | 184 | 0.04638
flip-flops and latches | 67 | 0.2702
repair buffers | 137 | 0.2798
clock inverters | 9 | 0.01235
multi-input cells | 199 | 0.2891
clock buffers | 22 | 0.1021
[synth_stat cells, drive strengths merged]
library cell  instances  area share
buf                  50        0.14
and2b                 1      0.0032
nand4bb              32        0.12
a21oi                 1      0.0016
clkbuf                6      0.0072
nor2                 35       0.042
dfxtp                67        0.43
conb                  1      0.0012
o21a                  2      0.0048
o21ai                32       0.088
mux2i                32        0.10
nand2b               32       0.064
[worst min-delay path: stages]
cell,delay (ns)
clkbuf_16,0.13
clkbuf_16,0.15
a21oi_1,0.06
nor2_1,0.07
[sequential cells by signal, summed over array words and instances (netlist names)]
name and cells:
PWDATA 32, PADDR 32, PWRITE 1, PSEL 1, PENABLE 1
[layout by cell type (no fill, tap or decap)]
cell type / netlist / layout
mux2i_1: 32 / 32
clkdlybuf4s50_1: 0 / 131
o21ai_1: 2 / 2
o21a_1: 2 / 2
nand4bb_1: 32 / 32
buf_4: 32 / 1
clkbuf_16: 0 / 19
and2b_4: 1 / 1
clkbuf_8: 0 / 2
clkinvlp_4: 0 / 2
clkbuf_1: 6 / 1
conb_1: 1 / 32
inv_2: 0 / 1
buf_12: 6 / 3
o21ai_2: 30 / 30
buf_2: 11 / 2
nor2_1: 35 / 35
clkinv_2: 0 / 2
dfxtp_1: 67 / 67
inv_6: 0 / 1
a21oi_1: 1 / 1
nand2b_1: 32 / 32
inv_4: 0 / 1
clkinv_4: 0 / 2
[per-stage QoR]
| stage | setup WS [ns] | std cells | power (mW) | utilization | cell area, sq um |
|---|---|---|---|---|---|
| 2_1_floorplan | 0.3959 | 322 | 2.762 | - | 3226 |
| 4_1_cts | 0.2264 | 618 | 6.217 | 0.3441 | 4964 |
| 6_report | 0.2406 | 618 | 6.003 | 0.3441 | 4964 |
| 5_1_grt | 0.2033 | 618 | 6.431 | 0.3441 | 4964 |
| 3_3_place_gp | 0.3814 | 587 | 3.068 | 0.3047 | 4395 |
| 3_5_place_dp | 0.3814 | 587 | 3.068 | 0.3047 | 4395 |
[per-layer routing]
metal | vias up | part of all wire | GRT usage
met1 | 1114 | 0.41 | 0.09356
met5 | - | 0 | 0.005236
met3 | 35 | 0.18 | 0.1006
li1 | 1209 | - | -
met4 | 0 | 0.040 | 0.06413
met2 | 170 | 0.37 | 0.09581
[power by group through the flow]
| stage | clock, mW | combinational, mW | sequential [mW] |
|---|---|---|---|
| CTS | 3.58 | 0.781 | 1.86 |
| global route | 3.72 | 0.825 | 1.89 |
| finish | 3.40 | 0.751 | 1.86 |
[path summary, 6_finish.rpt]
path	to	slack, ns
worst max-delay path	PADDR[24]$_SDFFE_PP0P_	0.24
worst min-delay path	PWRITE$_SDFFE_PP0P_	0.12
worst max register to register	PWDATA[15]$_SDFFE_PP0P_	1.18
worst min register to register	PWRITE$_SDFFE_PP0P_	0.49
Power and IR drop assume default switching activity.
